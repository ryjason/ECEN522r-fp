## flow/design.v

```verilog
`timescale 1ns/1ps
module FSM(
    input  x,
    input  clk,
    output reg out
);
    localparam P1 = 1'b1;   
    localparam P2 = 1'b0;
    localparam P3 = 1'b0;
    localparam P4 = 1'b0;
    localparam P5 = 1'b1;   
    reg [3:0] state;
    localparam S0_N = 4'b0000;
    localparam S1_N = 4'b0001;
    localparam S2_N = 4'b0010;
    localparam S3_N = 4'b0011;
    localparam S4_N = 4'b0100;
    localparam S0_O = 4'b1000;  
    localparam S1_O = 4'b1001;
    localparam S2_O = 4'b1010;
    localparam S3_O = 4'b1011;
    localparam S4_O = 4'b1100;
    localparam BLACKHOLE = 4'b1111;
    initial begin
        state = S0_O;
        out   = 1'b0;
    end
    always @(posedge clk) begin
        case (state)
            S0_O: begin
                out <= 1'b0;
                if (x == P1) state <= S1_O;
                else         state <= BLACKHOLE;
            end
            S1_O: begin
                out <= 1'b0;
                if (x == P2) state <= S2_O;
                else         state <= BLACKHOLE;
            end
            S2_O: begin
                out <= 1'b0;
                if (x == P3) state <= S3_O;
                else         state <= BLACKHOLE;
            end
            S3_O: begin
                out <= 1'b0;
                if (x == P4) state <= S4_O;
                else         state <= BLACKHOLE;
            end
            S4_O: begin
                out <= 1'b0;
                if (x == P5) state <= S0_N;   
                else         state <= BLACKHOLE;
            end
            BLACKHOLE: begin
                state <= BLACKHOLE;  
                out   <= 1'b0;
            end
            S0_N: begin
                out <= 1'b0;
                if (x == 1'b1) state <= S2_N;
                else           state <= S1_N;
            end
            S1_N: begin
                out <= 1'b0;
                if (x == 1'b1) state <= S2_N;
                else           state <= S3_N;
            end
            S2_N: begin
                out <= 1'b0;
                if (x == 1'b1) state <= S4_N;
                else           state <= S3_N;
            end
            S3_N: begin
                out   <= 1'b0;
                state <= S4_N;
            end
            S4_N: begin
                if (x == 1'b1) begin
                    state <= S0_N;
                    out   <= 1'b1;
                end else begin
                    state <= S1_N;
                    out   <= 1'b0;
                end
            end
            default: begin
                state <= S0_O;
                out   <= 1'b0;
            end
        endcase
    end
endmodule
```

## flow/run.sh

```bash
#!/bin/bash
# OpenROAD 26Q1-2900-gdf79404cd8, Yosys 0.63+post, stock flow scripts
make -C /OpenROAD-flow-scripts/flow DESIGN_CONFIG=/design/flow/config.mk WORK_HOME=/design/flow/orfs finish
```

## flow/config.mk

```make
export PLATFORM = sky130hd
export DESIGN_NAME = FSM
export DESIGN_NICKNAME = FSM
export VERILOG_FILES = /design/flow/design.v
export SDC_FILE = /design/flow/constraint.sdc
export NUM_CORES = 4
export LEC_CHECK = 1
export CORE_AREA = 10 10 70 70
export DIE_AREA = 0 0 80 80
```

## flow/constraint.sdc

```tcl
current_design FSM

set clk_period 1.6
set clk_io_pct 0.2

create_clock -name clk0 -period $clk_period [get_ports {clk}]

set non_clock_inputs [all_inputs -no_clocks]
set_input_delay [expr $clk_period * $clk_io_pct] -clock clk0 $non_clock_inputs
set_output_delay [expr $clk_period * $clk_io_pct] -clock clk0 [all_outputs]
```

==> notes.md <==
The layout was made with Yosys and OpenROAD.

The aggregate global-route resource usage is 0.0153. Post-route period utilization is reported as 0.831. The end point of the most critical hold path is state[2].

The number of global-route vias before repair is around 220. Across the whole layout, storage elements account for 100 µm². Total power normalized to cell area comes to 1870 nW/µm². The initial antenna violation count is 0. The number of sinks on the clock net is 5. By area the synthesized netlist is led by sky130_fd_sc_hd__dfxtp_1 (36%), sky130_fd_sc_hd__buf_6 (8.0%), sky130_fd_sc_hd__o21ai_0 (5.3%). The leakage power summed over all cells is 0.000120 µW.

Warnings reported by Yosys during synthesis add up to 1. The die is 80 µm tall. The distinct cell type count after synthesis is 22. Per the layout area report, the combinational gate area comes to 143 µm².

The die covers 6400 µm². The deepest clock path buffer count is 2. The delay of the slowest critical-path stage is 0.46 ns. The peak fanout along the critical path is 1. Per the log, the first TritonRoute iteration ended with a DRC count of 31.

For this block, the routed nets add up to 486 µm of wire. In this run the critical register-to-register path is launched from state[2]. In this run the register-to-register setup slack is 0.53 ns.

The post-synthesis instance area is 282 µm². The script reports the combined buffer and inverter count of the critical path as 1. Measured in cells, the most critical reg-to-reg path has a length of 3. Looking at the VDD voltage map, the peak drop is 0.201 mV.

The I/O pin count is 3. In this run the worst hold path is classified as reg -> reg. The data required time of the critical path is 1.28 ns.

The post-layout utilization of the core is 0.103. The cell sequence reported for the critical path is clkdlybuf4s50_1. The end-of-flow timing check tallies setup violations at 0. The final HPWL from detailed placement is 336 µm. The final timing report lists a hold violation count of 0. The launching element type of the critical path is a register. The number of remaining DRC errors is 0. The first detailed-routing pass took 3 iterations. The wire length of the first global-routing pass is 869 µm. The routability congestion estimate is 0.743. The core utilization at floorplan is 0.0824.

The startpoint-to-endpoint class of the critical path is reg -> out. The cell taking the most area after synthesis is sky130_fd_sc_hd__dfxtp_1. TritonRoute output was used to compute an average wire per cell of 6.00 µm.

The total placed cells including tap cells is 77. The fraction of layout instances using a drive strength above 1 is 0.143. The number of cells in the yosys synthesis report is 33. Derived from the worst setup path, the maximum achievable clock frequency is 752 MHz. The transition time at the pin with the least slew margin is 0.318 ns.

After filler insertion, the fill cell instance count of the layout stands at roughly 410. The final-layout worst hold slack is approximately 0.57 ns. The worst register-to-register path ends at state[1]. The area of the core is about 3400 µm². The relative slew slack is 0.788. A synthesized cell averages 8.53 µm². After routing, the total negative slack on setup checks comes to 0 ns. The data arrival time of the critical path is 1.01 ns.

The leftover overflow at the end of global routing is 0. The run finished with clean final reports. The report puts the hold buffer count at CTS at 0. The tree is rooted in a sky130_fd_sc_hd__clkbuf_4. The TritonCTS clock tree is yes. Per the run summary, max-cap violations total 0. The max-slew violation count is 0. The final instance count without filler cells is 81. In the hold timing report, the worst path depth is 1.

The TritonCTS buffer count is 3. The number of synthesized register bits is 5. The depth of the CTS H-tree is 1.

The insertion delay to the later sink of the worst-skew pair is 0.24 ns. The routed layout has roughly 240 vias. The beginning of the worst hold path is state[2].

In this design, the largest share of critical-path delay is due to buffers and inverters. The die width is about 80 µm. The overall power after layout is about 660 µW. The clock-pin transition on the worst setup and hold timing paths is 0.04 ns. The number of post-CTS setup repair buffers is 0. The synthesized instance count is 33.

The smallest clock period supported by the final layout is computed as 1.33 ns. Per the post-route antenna check, the number of violating nets is 0. Setup repair after global routing left no endpoint under its margin.

For this design, the slowest cell found on the critical path is sky130_fd_sc_hd__clkdlybuf4s50_1. Yosys reports a chip area of 282 µm². The area growth from synthesis to layout is 24.4%. The logs give a warning total of 25.

The share of the synthesized area in the top cell type is 0.356. After layout, the setup clock skew is reported as 0.00476 ns. For this run, the detailed router reports a per-instance via density of 2.91. The largest net degree at the start of global routing is 12. The post-cts repair resize count is 0. The post-synthesis sequential area ratio is 0.356. The endpoint kind of the worst setup timing path is an output port.

The total inserted antenna cells is 0. The floorplan has 21 rows. During placement, the flow inserted port buffers numbering 2.
-- synth_stat cells (all sizes together) --
cell type and number:
dfxtp 5, buf 4, nor2 3, o21ai 3
a21oi 2, a31oi 2, nor3 2, a22o 1
a22oi 1, and3 1, and3b 1, inv 1
nand2 1, nor2b 1, o211ai 1, o21a 1
o22ai 1, o2bb2ai 1, or2 1
-- through the flow --
stage	setup slack [ns]	cell area, µm²
final	0.270	350
after global routing	0.224	350
after CTS	0.243	350
after detailed placement	0.0878	324
after global placement	0.0922	324
after floorplan	0.627	282
-- sequential cells by signal, summed over array words and instances, names as in the netlist --
| name | cells |
|---|---|
| out | 1 |
| state | 4 |
-- cells by family (layout without fill, tap and decap cells) --
kind of cell,count (synthesis),count (layout),share of synthesized area
buffers and inverters,5,7,0.138
DFF,5,5,0.356
AOI/OAI and AO/OA,13,13,0.311
and+or+nand+nor,10,10,0.196
-- per-layer routing --
| metal | up-vias | wire [µm] | track usage |
|---|---|---|---|
| li1 | 124 | - | - |
| met1 | 108 | 254 | 0.0200 |
| met2 | 4 | 210 | 0.0217 |
| met3 | 0 | 21 | 0.00455 |
| met4 | 0 | 0 | 0.00880 |
| met5 | - | 0 | 0 |
-- cell type report --
type / instances / share of cell area
flip-flops and latches: 5 / 0.286
inverters: 1 / 0.0107
well taps: 46 / 0.164
clock buffers: 4 / 0.0750
multi-input cells: 23 / 0.407
repair buffers: 2 / 0.0571
-- power by group --
group	switching [µW]	leakage, µW	total, µW	internal (µW)
sequential	117	0.0000418	301	184
combinational	83.0	0.0000629	212	129
clock	49.6	0.0000150	144	94.2
total	250	0.000120	657	407
-- how the worst max path moves through the flow --
stage	cells after the start	slack, ns	start	end
after global routing	1	0.22	out	out
final	1	0.27	out	out
after CTS	1	0.24	out	out
-- cell usage in the layout, fill, tap and decap left out --
cell	n
sky130_fd_sc_hd__a21oi_2	1
sky130_fd_sc_hd__o21a_1	1
sky130_fd_sc_hd__o21ai_0	3
sky130_fd_sc_hd__a22oi_1	1
sky130_fd_sc_hd__clkdlybuf4s50_1	2
sky130_fd_sc_hd__or2_4	1
sky130_fd_sc_hd__clkbuf_1	1
sky130_fd_sc_hd__clkbuf_4	3
sky130_fd_sc_hd__nand2_1	1
sky130_fd_sc_hd__inv_1	1
sky130_fd_sc_hd__nor2b_1	1
sky130_fd_sc_hd__a22o_1	1
sky130_fd_sc_hd__dfxtp_1	5
sky130_fd_sc_hd__nor3_1	2
sky130_fd_sc_hd__and3b_1	1
sky130_fd_sc_hd__o22ai_1	1
sky130_fd_sc_hd__a31oi_1	2
sky130_fd_sc_hd__a21oi_1	1
sky130_fd_sc_hd__and3_1	1
sky130_fd_sc_hd__o2bb2ai_1	1
sky130_fd_sc_hd__nor2_1	3
sky130_fd_sc_hd__o211ai_1	1
Power is estimated from default activity; no workload was simulated.
