**flow/config.mk**
```make
export PLATFORM = sky130hd
export DESIGN_NAME = c499_obf
export DESIGN_NICKNAME = c499_obf
export VERILOG_FILES = /design/flow/design.v
export SDC_FILE = /design/flow/constraint.sdc
export NUM_CORES = 4
export LEC_CHECK = 1
export CORE_UTILIZATION = 30
```
**flow/constraint.sdc**
```tcl
current_design c499_obf

set clk_period 5.3
set clk_io_pct 0.2

create_clock -name clk0 -period $clk_period

set non_clock_inputs [all_inputs -no_clocks]
set_input_delay [expr $clk_period * $clk_io_pct] -clock clk0 $non_clock_inputs
set_output_delay [expr $clk_period * $clk_io_pct] -clock clk0 [all_outputs]
```
**flow/design.v**
```verilog
module c499 (N1,N5,N9,N13,N17,N21,N25,N29,N33,N37,
             N41,N45,N49,N53,N57,N61,N65,N69,N73,N77,
             N81,N85,N89,N93,N97,N101,N105,N109,N113,N117,
             N121,N125,N129,N130,N131,N132,N133,N134,N135,N136,
             N137,N724,N725,N726,N727,N728,N729,N730,N731,N732,
             N733,N734,N735,N736,N737,N738,N739,N740,N741,N742,
             N743,N744,N745,N746,N747,N748,N749,N750,N751,N752,
             N753,N754,N755);
input N1,N5,N9,N13,N17,N21,N25,N29,N33,N37,
      N41,N45,N49,N53,N57,N61,N65,N69,N73,N77,
      N81,N85,N89,N93,N97,N101,N105,N109,N113,N117,
      N121,N125,N129,N130,N131,N132,N133,N134,N135,N136,
      N137;
output N724,N725,N726,N727,N728,N729,N730,N731,N732,N733,
       N734,N735,N736,N737,N738,N739,N740,N741,N742,N743,
       N744,N745,N746,N747,N748,N749,N750,N751,N752,N753,
       N754,N755;
wire N250,N251,N252,N253,N254,N255,N256,N257,N258,N259,
     N260,N261,N262,N263,N264,N265,N266,N267,N268,N269,
     N270,N271,N272,N273,N274,N275,N276,N277,N278,N279,
     N280,N281,N282,N283,N284,N285,N286,N287,N288,N289,
     N290,N293,N296,N299,N302,N305,N308,N311,N314,N315,
     N316,N317,N318,N319,N320,N321,N338,N339,N340,N341,
     N342,N343,N344,N345,N346,N347,N348,N349,N350,N351,
     N352,N353,N354,N367,N380,N393,N406,N419,N432,N445,
     N554,N555,N556,N557,N558,N559,N560,N561,N562,N563,
     N564,N565,N566,N567,N568,N569,N570,N571,N572,N573,
     N574,N575,N576,N577,N578,N579,N580,N581,N582,N583,
     N584,N585,N586,N587,N588,N589,N590,N591,N592,N593,
     N594,N595,N596,N597,N598,N599,N600,N601,N602,N607,
     N620,N625,N630,N635,N640,N645,N650,N655,N692,N693,
     N694,N695,N696,N697,N698,N699,N700,N701,N702,N703,
     N704,N705,N706,N707,N708,N709,N710,N711,N712,N713,
     N714,N715,N716,N717,N718,N719,N720,N721,N722,N723;
xor XOR2_1 (N250, N1, N5);
xor XOR2_2 (N251, N9, N13);
xor XOR2_3 (N252, N17, N21);
xor XOR2_4 (N253, N25, N29);
xor XOR2_5 (N254, N33, N37);
xor XOR2_6 (N255, N41, N45);
xor XOR2_7 (N256, N49, N53);
xor XOR2_8 (N257, N57, N61);
xor XOR2_9 (N258, N65, N69);
xor XOR2_10 (N259, N73, N77);
xor XOR2_11 (N260, N81, N85);
xor XOR2_12 (N261, N89, N93);
xor XOR2_13 (N262, N97, N101);
xor XOR2_14 (N263, N105, N109);
xor XOR2_15 (N264, N113, N117);
xor XOR2_16 (N265, N121, N125);
and AND2_17 (N266, N129, N137);
and AND2_18 (N267, N130, N137);
and AND2_19 (N268, N131, N137);
and AND2_20 (N269, N132, N137);
and AND2_21 (N270, N133, N137);
and AND2_22 (N271, N134, N137);
and AND2_23 (N272, N135, N137);
and AND2_24 (N273, N136, N137);
xor XOR2_25 (N274, N1, N17);
xor XOR2_26 (N275, N33, N49);
xor XOR2_27 (N276, N5, N21);
xor XOR2_28 (N277, N37, N53);
xor XOR2_29 (N278, N9, N25);
xor XOR2_30 (N279, N41, N57);
xor XOR2_31 (N280, N13, N29);
xor XOR2_32 (N281, N45, N61);
xor XOR2_33 (N282, N65, N81);
xor XOR2_34 (N283, N97, N113);
xor XOR2_35 (N284, N69, N85);
xor XOR2_36 (N285, N101, N117);
xor XOR2_37 (N286, N73, N89);
xor XOR2_38 (N287, N105, N121);
xor XOR2_39 (N288, N77, N93);
xor XOR2_40 (N289, N109, N125);
xor XOR2_41 (N290, N250, N251);
xor XOR2_42 (N293, N252, N253);
xor XOR2_43 (N296, N254, N255);
xor XOR2_44 (N299, N256, N257);
xor XOR2_45 (N302, N258, N259);
xor XOR2_46 (N305, N260, N261);
xor XOR2_47 (N308, N262, N263);
xor XOR2_48 (N311, N264, N265);
xor XOR2_49 (N314, N274, N275);
xor XOR2_50 (N315, N276, N277);
xor XOR2_51 (N316, N278, N279);
xor XOR2_52 (N317, N280, N281);
xor XOR2_53 (N318, N282, N283);
xor XOR2_54 (N319, N284, N285);
xor XOR2_55 (N320, N286, N287);
xor XOR2_56 (N321, N288, N289);
xor XOR2_57 (N338, N290, N293);
xor XOR2_58 (N339, N296, N299);
xor XOR2_59 (N340, N290, N296);
xor XOR2_60 (N341, N293, N299);
xor XOR2_61 (N342, N302, N305);
xor XOR2_62 (N343, N308, N311);
xor XOR2_63 (N344, N302, N308);
xor XOR2_64 (N345, N305, N311);
xor XOR2_65 (N346, N266, N342);
xor XOR2_66 (N347, N267, N343);
xor XOR2_67 (N348, N268, N344);
xor XOR2_68 (N349, N269, N345);
xor XOR2_69 (N350, N270, N338);
xor XOR2_70 (N351, N271, N339);
xor XOR2_71 (N352, N272, N340);
xor XOR2_72 (N353, N273, N341);
xor XOR2_73 (N354, N314, N346);
xor XOR2_74 (N367, N315, N347);
xor XOR2_75 (N380, N316, N348);
xor XOR2_76 (N393, N317, N349);
xor XOR2_77 (N406, N318, N350);
xor XOR2_78 (N419, N319, N351);
xor XOR2_79 (N432, N320, N352);
xor XOR2_80 (N445, N321, N353);
not NOT1_81 (N554, N354);
not NOT1_82 (N555, N367);
not NOT1_83 (N556, N380);
not NOT1_84 (N557, N354);
not NOT1_85 (N558, N367);
not NOT1_86 (N559, N393);
not NOT1_87 (N560, N354);
not NOT1_88 (N561, N380);
not NOT1_89 (N562, N393);
not NOT1_90 (N563, N367);
not NOT1_91 (N564, N380);
not NOT1_92 (N565, N393);
not NOT1_93 (N566, N419);
not NOT1_94 (N567, N445);
not NOT1_95 (N568, N419);
not NOT1_96 (N569, N432);
not NOT1_97 (N570, N406);
not NOT1_98 (N571, N445);
not NOT1_99 (N572, N406);
not NOT1_100 (N573, N432);
not NOT1_101 (N574, N406);
not NOT1_102 (N575, N419);
not NOT1_103 (N576, N432);
not NOT1_104 (N577, N406);
not NOT1_105 (N578, N419);
not NOT1_106 (N579, N445);
not NOT1_107 (N580, N406);
not NOT1_108 (N581, N432);
not NOT1_109 (N582, N445);
not NOT1_110 (N583, N419);
not NOT1_111 (N584, N432);
not NOT1_112 (N585, N445);
not NOT1_113 (N586, N367);
not NOT1_114 (N587, N393);
not NOT1_115 (N588, N367);
not NOT1_116 (N589, N380);
not NOT1_117 (N590, N354);
not NOT1_118 (N591, N393);
not NOT1_119 (N592, N354);
not NOT1_120 (N593, N380);
and AND4_121 (N594, N554, N555, N556, N393);
and AND4_122 (N595, N557, N558, N380, N559);
and AND4_123 (N596, N560, N367, N561, N562);
and AND4_124 (N597, N354, N563, N564, N565);
and AND4_125 (N598, N574, N575, N576, N445);
and AND4_126 (N599, N577, N578, N432, N579);
and AND4_127 (N600, N580, N419, N581, N582);
and AND4_128 (N601, N406, N583, N584, N585);
or OR4_129 (N602, N594, N595, N596, N597);
or OR4_130 (N607, N598, N599, N600, N601);
and AND5_131 (N620, N406, N566, N432, N567, N602);
and AND5_132 (N625, N406, N568, N569, N445, N602);
and AND5_133 (N630, N570, N419, N432, N571, N602);
and AND5_134 (N635, N572, N419, N573, N445, N602);
and AND5_135 (N640, N354, N586, N380, N587, N607);
and AND5_136 (N645, N354, N588, N589, N393, N607);
and AND5_137 (N650, N590, N367, N380, N591, N607);
and AND5_138 (N655, N592, N367, N593, N393, N607);
and AND2_139 (N692, N354, N620);
and AND2_140 (N693, N367, N620);
and AND2_141 (N694, N380, N620);
and AND2_142 (N695, N393, N620);
and AND2_143 (N696, N354, N625);
and AND2_144 (N697, N367, N625);
and AND2_145 (N698, N380, N625);
and AND2_146 (N699, N393, N625);
and AND2_147 (N700, N354, N630);
and AND2_148 (N701, N367, N630);
and AND2_149 (N702, N380, N630);
and AND2_150 (N703, N393, N630);
and AND2_151 (N704, N354, N635);
and AND2_152 (N705, N367, N635);
and AND2_153 (N706, N380, N635);
and AND2_154 (N707, N393, N635);
and AND2_155 (N708, N406, N640);
and AND2_156 (N709, N419, N640);
and AND2_157 (N710, N432, N640);
and AND2_158 (N711, N445, N640);
and AND2_159 (N712, N406, N645);
and AND2_160 (N713, N419, N645);
and AND2_161 (N714, N432, N645);
and AND2_162 (N715, N445, N645);
and AND2_163 (N716, N406, N650);
and AND2_164 (N717, N419, N650);
and AND2_165 (N718, N432, N650);
and AND2_166 (N719, N445, N650);
and AND2_167 (N720, N406, N655);
and AND2_168 (N721, N419, N655);
and AND2_169 (N722, N432, N655);
and AND2_170 (N723, N445, N655);
xor XOR2_171 (N724, N1, N692);
xor XOR2_172 (N725, N5, N693);
xor XOR2_173 (N726, N9, N694);
xor XOR2_174 (N727, N13, N695);
xor XOR2_175 (N728, N17, N696);
xor XOR2_176 (N729, N21, N697);
xor XOR2_177 (N730, N25, N698);
xor XOR2_178 (N731, N29, N699);
xor XOR2_179 (N732, N33, N700);
xor XOR2_180 (N733, N37, N701);
xor XOR2_181 (N734, N41, N702);
xor XOR2_182 (N735, N45, N703);
xor XOR2_183 (N736, N49, N704);
xor XOR2_184 (N737, N53, N705);
xor XOR2_185 (N738, N57, N706);
xor XOR2_186 (N739, N61, N707);
xor XOR2_187 (N740, N65, N708);
xor XOR2_188 (N741, N69, N709);
xor XOR2_189 (N742, N73, N710);
xor XOR2_190 (N743, N77, N711);
xor XOR2_191 (N744, N81, N712);
xor XOR2_192 (N745, N85, N713);
xor XOR2_193 (N746, N89, N714);
xor XOR2_194 (N747, N93, N715);
xor XOR2_195 (N748, N97, N716);
xor XOR2_196 (N749, N101, N717);
xor XOR2_197 (N750, N105, N718);
xor XOR2_198 (N751, N109, N719);
xor XOR2_199 (N752, N113, N720);
xor XOR2_200 (N753, N117, N721);
xor XOR2_201 (N754, N121, N722);
xor XOR2_202 (N755, N125, N723);
endmodule
module c499_obf (
    input N1,N5,N9,N13,N17,N21,N25,N29,
    input N33,N37,N41,N45,N49,N53,N57,N61,
    input N65,N69,N73,N77,N81,N85,N89,N93,
    input N97,N101,N105,N109,N113,N117,N121,N125,
    input N129,N130,N131,N132,N133,N134,N135,N136,
    input N137,
    input keyinput0,keyinput1,keyinput2,keyinput3,
    input keyinput4,keyinput5,keyinput6,keyinput7,
    input keyinput8,keyinput9,keyinput10,keyinput11,
    input keyinput12,keyinput13,keyinput14,keyinput15,
    output N724,N725,N726,N727,N728,N729,N730,N731,
    output N732,N733,N734,N735,N736,N737,N738,N739,
    output N740,N741,N742,N743,N744,N745,N746,N747,
    output N748,N749,N750,N751,N752,N753,N754,N755
);
    wire N724_plain,N725_plain,N726_plain,N727_plain,
         N728_plain,N729_plain,N730_plain,N731_plain,
         N732_plain,N733_plain,N734_plain,N735_plain,
         N736_plain,N737_plain,N738_plain,N739_plain,
         N740_plain,N741_plain,N742_plain,N743_plain,
         N744_plain,N745_plain,N746_plain,N747_plain,
         N748_plain,N749_plain,N750_plain,N751_plain,
         N752_plain,N753_plain,N754_plain,N755_plain;
    c499 core_inst (
        .N1(N1),.N5(N5),.N9(N9),.N13(N13),
        .N17(N17),.N21(N21),.N25(N25),.N29(N29),
        .N33(N33),.N37(N37),.N41(N41),.N45(N45),
        .N49(N49),.N53(N53),.N57(N57),.N61(N61),
        .N65(N65),.N69(N69),.N73(N73),.N77(N77),
        .N81(N81),.N85(N85),.N89(N89),.N93(N93),
        .N97(N97),.N101(N101),.N105(N105),.N109(N109),
        .N113(N113),.N117(N117),.N121(N121),.N125(N125),
        .N129(N129),.N130(N130),.N131(N131),.N132(N132),
        .N133(N133),.N134(N134),.N135(N135),.N136(N136),
        .N137(N137),
        .N724(N724_plain),.N725(N725_plain),
        .N726(N726_plain),.N727(N727_plain),
        .N728(N728_plain),.N729(N729_plain),
        .N730(N730_plain),.N731(N731_plain),
        .N732(N732_plain),.N733(N733_plain),
        .N734(N734_plain),.N735(N735_plain),
        .N736(N736_plain),.N737(N737_plain),
        .N738(N738_plain),.N739(N739_plain),
        .N740(N740_plain),.N741(N741_plain),
        .N742(N742_plain),.N743(N743_plain),
        .N744(N744_plain),.N745(N745_plain),
        .N746(N746_plain),.N747(N747_plain),
        .N748(N748_plain),.N749(N749_plain),
        .N750(N750_plain),.N751(N751_plain),
        .N752(N752_plain),.N753(N753_plain),
        .N754(N754_plain),.N755(N755_plain)
    );
    assign N724 = N724_plain ^  keyinput0;
    assign N725 = N725_plain ^  keyinput1;
    assign N726 = N726_plain ^  keyinput2;
    assign N727 = N727_plain ^  keyinput3;
    assign N728 = N728_plain ^  keyinput4;
    assign N729 = N729_plain ^  keyinput5;
    assign N730 = N730_plain ^  keyinput6;
    assign N731 = N731_plain ^  keyinput7;
    assign N732 = N732_plain ^  keyinput8;
    assign N733 = N733_plain ^  keyinput9;
    assign N734 = N734_plain ^  keyinput10;
    assign N735 = N735_plain ^  keyinput11;
    assign N736 = N736_plain ^  keyinput12;
    assign N737 = N737_plain ^  keyinput13;
    assign N738 = N738_plain ^  keyinput14;
    assign N739 = N739_plain ^  keyinput15;
    assign N740 = N740_plain;
    assign N741 = N741_plain;
    assign N742 = N742_plain;
    assign N743 = N743_plain;
    assign N744 = N744_plain;
    assign N745 = N745_plain;
    assign N746 = N746_plain;
    assign N747 = N747_plain;
    assign N748 = N748_plain;
    assign N749 = N749_plain;
    assign N750 = N750_plain;
    assign N751 = N751_plain;
    assign N752 = N752_plain;
    assign N753 = N753_plain;
    assign N754 = N754_plain;
    assign N755 = N755_plain;
endmodule
```
**flow/run.sh**
```bash
#!/bin/bash
# OpenROAD 26Q1-2900-gdf79404cd8, Yosys 0.63+post, stock flow scripts
make -C /OpenROAD-flow-scripts/flow DESIGN_CONFIG=/design/flow/config.mk WORK_HOME=/design/flow/orfs finish
```
==> out/metrics.cfg <==
[run_status]
status = complete, no violations

[min_path]
min_path_type = input port to primary output

[yosys]
synthAdderAreaFrac = 0
simple_gate_share = 0.260
ys_area_sq_mm = 0.00167
synth-xor-area-share = 0.714
yosysUniqueCellTypes = 25
syn_area_sq_mm = 0.00167
mux_share = 0
yosys_warnings = 0
yosysCellCount = 166
ys_seq_share = 0
avgSynthCellArea_sq_um = 10.0
synth_cells = 166
synth-compound-area-share = 0
yosys-dominant-comb-family = XOR/XNOR gates

[detailed_routing]
met3_length_um = 156
maxUsedRoutingLayer = met3
wl_per_cell_um = 13.8
vias = 1413
ant_nets = 0
wl_um = 4460
first_pass_iters = 4
vias_per_cell = 4.39
diodes = 0
wl_met1_um = 2100
wl_met2_um = 2200
drt_iter0_markers = 21
drc = 0

[final_timing]
worst_slew_pin_slew_ns = 0.385
fin_crit_ns = 4.96
hold_viol = 0
rsz0062_at_grt = no
setup_viol = 0
slew_viol_final = 0
fin_crit_sh = 0.935
tns_ns = 0
fmax_mhz = 202
slew_headroom = 0.742

[setup_path]
path_max_fanout = 5
path_common_cell = clkdlybuf4s50_1
slowest_delay_ns = 0.55
cp.arrival_ns = 3.90
start_kind = input port
cp_slowest_cell = clkdlybuf4s50_1
cp.required_ns = 4.24
worst_setup_path_end_kind = primary output
critPathKind = input port to primary output
crit_chain = clkdlybuf4s50_1, buf_4, nand2_1, xnor3_1, xnor3_2, nand4b_1, nor3_1, xnor2_1, clkdlybuf4s50_1

[floorplanning]
core_area_sq_mm = 0.00524
initial_utilization = 0.318
dieHeight_um = 76.6
row_count = 26
die_width_um = 76.6
die-area_sq_mm = 0.00586
io_pins = 89

[layout]
seq_cells = 0
nClkBuffers = 0
layout_top_cells = 89 x clkdlybuf4s50_1, 73 x xnor2_1, 14 x nor3_1
mostFrequentLayoutCell = clkdlybuf4s50_1
area_growth_pct = 56.9
comb_area_sq_mm = 0.00162
final_layout_size_suffix_gt1_frac = 0.0913
fillCellCount = 518
regArea_sq_um = 0

[global_route]
grt_pass1_wl_um = 7250
antenna_found_initial = 0
first_global_vias = 1439
grt.total_usage = 0.158
gr-total-overflow = 0
grt_max_degree = 13

[clock_tree]
cts_hold_buf = 0
postCtsSetupRepairBufs = 0
cts_resized = 0

[placed_design]
gp_congestion = 0.883
dp_hpwl_um = 4080
portBuffers = 89

[run]
log.warning_count = 32
max_cap_viol_count = 0

[power]
powerDensity_mw_per_mm2 = 239
p_total_mw = 0.626
peakVddDrop_mv = 0.182
leakage_nw = 0.959

==> where the power goes <==
group	leakage, nW	switching [mW]	internal [mW]
Sequential	0	0	0
Clock	0	0	0
Combinational	0.959	0.307	0.319
Total	0.959	0.307	0.319
==> cells by family (layout without fill, tap and decap cells) <==
kind of cell / count (synthesis) / in the layout
XOR/XNOR: 105 / 105
buffers and inverters: 5 / 91
AND/OR/NAND/NOR: 56 / 56
==> cell usage after synthesis (all sizes together) <==
cell | instances | share of area
nand3b | 2 | 0.0090
xnor2 | 77 | 0.42
and4bb | 3 | 0.023
nand2b | 5 | 0.028
nand2 | 10 | 0.023
and2b | 2 | 0.0090
nor4b | 1 | 0.014
buf | 5 | 0.026
xor3 | 2 | 0.029
nand4 | 2 | 0.0075
nor3b | 4 | 0.024
xor2 | 11 | 0.058
nor2 | 1 | 0.0022
xnor3 | 15 | 0.21
nand4b | 6 | 0.032
nand4bb | 1 | 0.0068
nor3 | 14 | 0.042
nor4 | 4 | 0.035
nor2b | 1 | 0.0053
==> metrics by stage <==
| stage | instances | util | cell area [sq um] | hold slack (ns) | setup slack (ns) |
|---|---|---|---|---|---|
| floorplan | 166 | - | 1670 | 2.15 | 1.50 |
| global placement | 322 | 0.500 | 2620 | 3.16 | 0.297 |
| detailed placement | 322 | 0.500 | 2620 | 3.16 | 0.306 |
| CTS | 322 | 0.500 | 2620 | 3.16 | 0.300 |
| global route | 322 | 0.500 | 2620 | 3.18 | 0.169 |
| finish | 322 | 0.500 | 2620 | 3.15 | 0.343 |
==> layer usage <==
metal / GRT usage / vias to the layer above
met4: 0 / 0
met2: 0.268 / 27
li1: - / 741
met5: 0 / -
met3: 0.0134 / 0
met1: 0.237 / 645
==> layout make-up <==
class / count / area share
tap: 70 / 0.0335
multi-input combinational: 161 / 0.620
timing repair buffer: 91 / 0.346
==> path summary, 6_finish.rpt <==
path	start	slack, ns	cells past startpoint	end
min	N81	3.15	3	N744
max	N137	0.34	9	N733
==> critical path, delay by kind of cell <==
kind	cells	cell delay, ns
XOR/XNOR	3	1.00
buffers and inverters	3	1.18
AND/OR/NAND/NOR	3	0.66
No activity file was given, so power comes from the tool's default toggle rates.
